==> design/flow/design.v <==
module dp_ram #(
	parameter adr_width = 11,
	parameter dat_width = 8 
) (
	input                       clk_a,
	input      [adr_width-1:0]  adr_a,
	output reg [dat_width-1:0]  dat_a,
	input                       clk_b,
	input      [adr_width-1:0]  adr_b,
	input      [dat_width-1:0]  dat_b,
	input                       we_b
);
parameter depth = (1 << adr_width);
reg [dat_width-1:0] ram [0:depth-1];
always @(posedge clk_a)
begin
	dat_a <= ram[adr_a];
end
always @(posedge clk_b)
begin
	if (we_b) begin
		ram[adr_b] <= dat_b;
	end
end
endmodule
module lac #(
	parameter       uart_freq_hz   =   100000000,
	parameter       uart_baud      =   115200,
	parameter       adr_width      =   11,
	parameter       width          =   8
) (
	input              reset,
	input              uart_clk,
	input              uart_rxd,
	output             uart_cts,
	output             uart_txd,
	input              uart_rts,
	input              probe_clk,
	input  [width-1:0] probe,
	output reg   [7:0] select
);
parameter cmd_nop      = 8'h20;
parameter cmd_arm      = 8'h01;
parameter cmd_disarm   = 8'h02;
assign uart_cts = 1;
reg          tx_wr;
wire         tx_busy;
reg    [7:0] tx_data;
wire   [7:0] rx_data;
wire         rx_avail;
reg          rx_ack;
uart #(
	.freq_hz( uart_freq_hz ),
	.baud(    uart_baud    )
) uart0 (
	.reset(       reset         ),
	.clk(         uart_clk      ),
	.uart_txd(    uart_txd      ),
	.uart_rxd(    uart_rxd      ),
	.rx_data(     rx_data       ),
	.rx_avail(    rx_avail      ),
	.rx_error(    rx_error      ),
	.rx_ack(      rx_ack        ),
	.tx_data(     tx_data       ),
	.tx_wr(       tx_wr         ),
	.tx_busy(     tx_busy       )
);
reg            [7:0] trig_mask;
reg            [7:0] trig_cond;
reg            [7:0] trig_pre;
reg  [adr_width-1:0] start_adr;    
reg                  armed;        
reg                  triggered;    
wire   rx_req;
assign rx_req = rx_avail & ~rx_ack;
reg                  triggered_synced;
wire     [width-1:0] read_dat;
reg  [adr_width-1:0] read_adr;
wire [adr_width-1:0] read_adr_next;
assign read_adr_next = read_adr + 1;
reg [2:0] state;
parameter s_idle       = 0;
parameter s_read_select= 1;
parameter s_read_mask  = 2;
parameter s_read_comp  = 3;
parameter s_read_pre   = 4;
parameter s_triggered  = 5;
parameter s_send_byte  = 6;
always @(posedge uart_clk)
begin
	if (reset) begin
		state     <= s_idle;
		select    <= 0;
		armed     <= 0;
		tx_wr     <= 0;
	end else begin
		triggered_synced <= triggered;
		rx_ack <= 0;      
		tx_wr  <= 0;
		case (state)
		s_idle: begin
			if (rx_req) begin
				case (rx_data)
				cmd_arm: begin
					rx_ack <= 1;
					state  <= s_read_select;
				end
				cmd_disarm: begin
					rx_ack <= 1;
					armed  <= 0;
				end
				default: begin
					rx_ack <= 1;
				end
				endcase
			end
			if (~rx_req && triggered_synced) begin
				state  <= s_triggered;
			end
		end
		s_read_select: begin
			if (rx_req) begin
				rx_ack    <= 1;
				select    <= rx_data;
				state     <= s_read_mask;
			end
		end
		s_read_mask: begin
			if (rx_req) begin
				rx_ack    <= 1;
				trig_mask <= rx_data;
				state     <= s_read_comp;
			end
		end
		s_read_comp: begin
			if (rx_req) begin
				rx_ack    <= 1;
				trig_cond <= rx_data;
				armed     <= 1;
				state     <= s_read_pre;
			end
		end
		s_read_pre: begin
			if (rx_req) begin
				rx_ack    <= 1;
				trig_pre  <= rx_data;
				armed     <= 1;
				state     <= s_idle;
			end
		end
		s_triggered: begin
			armed    <= 0;
			read_adr <= start_adr;
			tx_data  <= adr_width;
			tx_wr    <= 1;
			state    <= s_send_byte;
		end
		s_send_byte: begin
			tx_wr <= 0;
			if (~tx_busy & ~tx_wr) begin
				if (read_adr_next == start_adr)
					state    <= s_idle;
				read_adr <= read_adr_next;
				tx_data  <= read_dat;
				tx_wr    <= 1;
			end
		end
		default:
			state    <= s_idle;
		endcase
	end
end
reg        [width-1:0] probe_r;    
always @(posedge probe_clk)
	probe_r <= probe;
reg                    armed_synced;
reg                    armed_synced2;
reg                    sampling;
reg    [adr_width-1:0] write_adr;
wire   [adr_width-1:0] next_adr;
assign                 next_adr = write_adr + 1;
wire    cond_match;
assign  cond_match = (probe_r & trig_mask) == (trig_cond & trig_mask) && armed_synced2;
always @(posedge probe_clk)
begin
	if (reset) begin
		armed_synced  <= 0;
		armed_synced2 <= 0;
		sampling      <= 0;
		triggered     <= 0;
		write_adr     <= 0;
	end else begin
		armed_synced  <= armed;
		armed_synced2 <= armed_synced;
		if (armed_synced2 || sampling) begin
			write_adr <= next_adr;
		end
		if (~triggered && armed_synced2) begin
			if (cond_match) begin
				sampling  <= 1;
				triggered <= 1;
				start_adr <= write_adr;
			end
		end
		if (sampling && next_adr == start_adr) begin
			sampling <= 0;
		end
		if (~sampling && ~armed_synced2 && triggered) 
			triggered <= 0;
	end
end
wire   write_en;
assign write_en = sampling || cond_match;
dp_ram #(
	.adr_width( adr_width ),
	.dat_width(     width )
) ram0 (
	.clk_a(     uart_clk    ),
	.adr_a(     read_adr    ),
	.dat_a(     read_dat    ),
	.clk_b(     probe_clk   ),
	.adr_b(     write_adr   ),
	.dat_b(     probe_r     ),
	.we_b(      write_en    )
);
endmodule
module uart #(
	parameter          freq_hz = 100000000,
	parameter          baud    = 115200
) (
	input              reset,
	input              clk,
	input              uart_rxd,
	output reg         uart_txd,
	output reg [7:0]   rx_data,
	output reg         rx_avail,
	output reg         rx_error,
	input              rx_ack,
	input      [7:0]   tx_data,
	input              tx_wr,
	output reg         tx_busy
);
parameter divisor = freq_hz/baud/16;
reg [15:0] enable16_counter;
wire    enable16;
assign  enable16 = (enable16_counter == 0);
always @(posedge clk)
begin
	if (reset) begin
		enable16_counter <= divisor-1;
	end else begin
		enable16_counter <= enable16_counter - 1;
		if (enable16_counter == 0) begin
			enable16_counter <= divisor-1;
		end
	end
end
reg uart_rxd1;
reg uart_rxd2;
always @(posedge clk)
begin
	uart_rxd1 <= uart_rxd;
	uart_rxd2 <= uart_rxd1;
end
reg       rx_busy;
reg [3:0] rx_count16;
reg [3:0] rx_bitcount;
reg [7:0] rxd_reg;
always @ (posedge clk)
begin
	if (reset) begin
		rx_busy     <= 0;
		rx_count16  <= 0;
		rx_bitcount <= 0;
		rx_avail    <= 0;
		rx_error    <= 0;
	end else begin 
		if (rx_ack) begin
			rx_avail <= 0;
			rx_error <= 0;
		end
		if (enable16) begin
			if (!rx_busy) begin            
				if (!uart_rxd2) begin      
					rx_busy     <= 1;
					rx_count16  <= 7;
					rx_bitcount <= 0;
				end
			end else begin
				rx_count16 <= rx_count16 + 1;
				if (rx_count16 == 0) begin       
					rx_bitcount <= rx_bitcount + 1;
					if (rx_bitcount == 0) begin           
						if (uart_rxd2) begin
							rx_busy <= 0;
						end
					end else if (rx_bitcount == 9) begin  
						rx_busy <= 0;
						if (uart_rxd2) begin              
							rx_data  <= rxd_reg;
							rx_avail <= 1;
							rx_error <= 0;
						end else begin                   
							rx_error <= 1;
						end
					end else begin
						rxd_reg <= { uart_rxd2, rxd_reg[7:1] };
					end
				end
			end 
		end
	end
end
reg [3:0] tx_bitcount;
reg [3:0] tx_count16;
reg [7:0] txd_reg;
always @ (posedge clk)
begin
	if (reset) begin
		tx_busy     <= 0;
		uart_txd    <= 1;
	end else begin
		if (tx_wr && !tx_busy) begin
			txd_reg     <= tx_data;
			tx_bitcount <= 0;
			tx_count16  <= 1;
			tx_busy     <= 1;
			uart_txd    <= 0;
		end else if (enable16 && tx_busy) begin
			tx_count16  <= tx_count16 + 1;
			if (tx_count16 == 0) begin
				tx_bitcount <= tx_bitcount + 1;
				if (tx_bitcount == 8) begin
					uart_txd <= 'b1;
				end else if (tx_bitcount == 9) begin
					uart_txd <= 'b1;
					tx_busy  <= 0;
				end else begin
					uart_txd <= txd_reg[0];
					txd_reg  <= { 1'b0, txd_reg[7:1] };
				end
			end
		end
	end
end
endmodule
==> design/flow/run.sh <==
#!/bin/bash
# OpenROAD 26Q1-2900-gdf79404cd8, Yosys 0.63+post, stock flow scripts
make -C /OpenROAD-flow-scripts/flow DESIGN_CONFIG=/design/flow/config.mk WORK_HOME=/design/flow/orfs finish
==> design/flow/config.mk <==
export PLATFORM = sky130hd
export DESIGN_NAME = lac
export DESIGN_NICKNAME = lac
export VERILOG_FILES = /design/flow/design.v
export SDC_FILE = /design/flow/constraint.sdc
export NUM_CORES = 4
export LEC_CHECK = 1
export CORE_UTILIZATION = 50
export SYNTH_MEMORY_MAX_BITS = 65536
==> design/flow/constraint.sdc <==
current_design lac

set clk_period 66.3
set clk_io_pct 0.2

create_clock -name clk0 -period $clk_period [get_ports {probe_clk}]
create_clock -name clk1 -period $clk_period [get_ports {uart_clk}]

set non_clock_inputs [all_inputs -no_clocks]
set_input_delay [expr $clk_period * $clk_io_pct] -clock clk0 $non_clock_inputs
set_output_delay [expr $clk_period * $clk_io_pct] -clock clk0 [all_outputs]
==> results.txt <==
yosys + openroad results -> status finished clean, VDD IR-drop max 0.0250 mV, # port buffers 19, initial DRC count 23400, Die Span Y 1.13 mm, routability cong. 0.929, antenna-violating nets left 0, setup bufs post-CTS 0, FFs w/ async S/R, synth 0, PwrDens 30.0 nW/um^2, synth warn 4, setup violators final 0, floorplan core density 0.501, Buf+Inv Stages, Crit Path 1, top flop regs ram0.ram: 16384 flops, uart0.enable16_counter: 16 flops, tool warnings 122, max reg flops 16400, arrival time worst endpoint 2.02 ns, Yosys cell types 84, crit path launch type register, CTS tree done, Crit Path Class reg2out, Hold Path Class reg2reg, Synth Cell Area 640000 sq um, Slew headroom 0.0209, initial antenna violation count 200, Post-Syn Area per Cell 21.7 sq um, core area 1280000 sq um, HPWL Detailed 1220 mm, critical path's slowest cell dfxtp_1, first-pass GRT wire length 2680 mm, main flop type edfxtp_1, fraction of layout cells with a size suffix above 1 0.249, final hold viol count 0, critical path cell sequence clkdlybuf4s50_1, largest register by flop count ram0.ram, Overall Global Routing Usage 0.345, # DRC 0, MaxCap Viol Count 0, Vias 314000, Post-Place Cells 46000, setup_tns 0 ns, Post-synth EDFFs 16500, clk slew on worst S/H paths 0.06 ns, Area Growth Syn to Fin 12.4%, vias per cell 6.36, Post-Layout Cell Count 49500, CP Capture Type output port, clock sink count 16500, Core Util, Final 0.563, vias in the first global route 344000, crit path max fanout 2, Die Area 1280000 sq um, Routed WL per cell 39.3 um, P_leak 0.224 uW, Slew Limit Fails 0, worst-margin pin slew 1.46 ns, detailed-route wire length 1940 mm, I/O Pins 23, crit path DRT 53.04 ns, Worst path max stage delay 0.85 ns, Synth Seq Share 0.775, Cell area leaders edfxtp_1 (77%), mux4_2 (14%), mux2i_1 (2.1%), yosys stat area 640000 sq um, Max-area cell share 0.773, largest net degree at the start of global routing 151, ys flops 16500, Mapped Cells 29500, unrepaired setup endpoints after global routing false, first drt pass iteration count 6, cell count in the Yosys report 29500, CP top delay family flip-flops, site row count 415, Fin Clk Skew 0.124 ns, total gr overflow 0, Synth area leader edfxtp_1, Die W 1.13 mm
## where the power goes
part / switching, uW / internal (uW)
Clock: 3930 / 5450
Combinational: 508 / 203
Sequential: 5.46 / 11500
Total: 4450 / 17100
## metal layers
| metal | wire (um) | vias up | GRT usage | share of wire |
|---|---|---|---|---|
| li1 | - | 127000 | - | - |
| met1 | 546000 | 160000 | 0.398 | 0.28 |
| met2 | 870000 | 22400 | 0.455 | 0.45 |
| met3 | 414000 | 4144 | 0.316 | 0.21 |
| met4 | 106000 | 303 | 0.148 | 0.055 |
| met5 | 8190 | - | 0.0507 | 0.0042 |
## final cells by class
class | instances | area [sq um]
clock inverter | 948 | 8500
fill | 91300 | 557000
tap | 16900 | 21100
sequential | 16500 | 496000
multi-input combinational | 11000 | 134000
timing repair buffer | 1552 | 12600
inverter | 32 | 174
clock buffer | 2127 | 45500
antenna | 369 | 923
## repair_timing
| action | in CTS | in global routing |
|---|---|---|
| endpoints found under the setup margin | 0 | 0 |
| resized | 0 | 0 |
| hold buffers | 1 | 0 |
| endpoints found under the hold margin | 1 | 0 |
## kinds of logic (layout without fill, tap and decap cells)
logic type      Yosys count  count (layout)  share of synthesized area
flops                 16500           16500                      0.775
fa+ha+maj                16              16                   0.000313
xor+xnor                 68              68                   0.000931
simple gates           3253            3253                     0.0203
compound gates         2341            2341                     0.0256
buf+inv                1978            4659                     0.0165
other cells               1             370                 0.00000586
mux                    5343            5343                      0.161
## worst paths after layout
kind | slack [ns] | depth (start not counted) | from | to
setup / recovery | 51.02 | 1 | uart0.uart_txd | uart_txd
hold / removal | 0.15 | 4 | trig_mask[6] | triggered
setup reg to reg | 56.79 | 17 | read_adr[0] | ram0.dat_a[0]
hold reg to reg | 0.15 | 4 | trig_mask[6] | triggered
max in group clk1 | 51.59 | 4 | reset | uart0.rxd_reg[0]
min in group clk1 | 0.32 | 0 | uart0.uart_rxd1 | uart0.uart_rxd2
## layout by cell type, fill, tap and decap left out, types with 247 or more instances in the layout
master,netlist,routed
a21oi_1,473,472
a221oi_1,248,247
a22oi_1,442,442
buf_4,275,1463
clkbuf_1,846,360
clkbuf_16,0,1763
clkinv_1,4,405
clkinv_2,1,318
diode_2,0,369
edfxtp_1,16500,16500
mux2i_1,1360,1360
mux4_2,3958,3958
nand2_1,629,590
nor2_1,2242,2213
## stage by stage
step | setup slack (ns) | total power, uW | instance area, sq um | hold slack (ns)
after floorplan | 35.64 | 12400 | 640000 | 0.310
final | 51.02 | 21600 | 719000 | 0.147
after CTS | 51.03 | 21700 | 718000 | 0.123
after global placement | 51.04 | 12400 | 664000 | 0.323
after global routing | 51.13 | 22100 | 718000 | 0.160
after detailed placement | 51.00 | 12400 | 664000 | 0.317
## synth_stat cells (27+ instances only)
| cell | n |
|---|---|
| buf_1 | 98 |
| o211ai_1 | 27 |
| o22ai_1 | 179 |
| a211oi_1 | 118 |
| edfxtp_1 | 16500 |
| a221oi_1 | 248 |
| nor2_1 | 2242 |
| nor4_1 | 37 |
| a22oi_1 | 442 |
| nand3_1 | 81 |
| o221ai_1 | 185 |
| clkbuf_1 | 846 |
| a2111oi_0 | 61 |
| dfxtp_1 | 78 |
| buf_2 | 546 |
| xor2_1 | 34 |
| nor3_1 | 115 |
| a21oi_1 | 473 |
| nand2_1 | 629 |
| mux2i_1 | 1360 |
| mux4_2 | 3958 |
| a22o_1 | 61 |
| buf_4 | 275 |
| a31oi_1 | 97 |
| o21ai_0 | 254 |
| buf_6 | 167 |
| xnor2_1 | 34 |
Power and IR drop assume default switching activity.
